==> design.v <==
module alu1(a,b,en,opcode, y,ack);
    input [31:0]a,b;
	 input en;
	 input [2:0]opcode;
    output [31:0]y;
	 output ack;
	 reg [31:0]y,ack;
	 always@(en or opcode or a or b)
	 begin
	 if(en==1)
	 begin 
	 if(opcode==3'b000)y=a+b;else
	 if(opcode==3'b001)y=a-b;else
	 if(opcode==3'b010)y=a+1;else
	 if(opcode==3'b011)y=a-1;else
	 if(opcode==3'b100)y=a;else
	 if(opcode==3'b101)y=~a;else
	 if(opcode==3'b110)y=a|b;else
	 if(opcode==3'b111)y=a&b;
	end
	else y=32'dX;
	ack<=1;
	end
endmodule
==> run.sh <==
#!/bin/bash
# OpenROAD 26Q1-2900-gdf79404cd8, Yosys 0.63+post, stock flow scripts
make -C /OpenROAD-flow-scripts/flow DESIGN_CONFIG=/design/flow/config.mk WORK_HOME=/design/flow/orfs finish
==> config.mk <==
export PLATFORM = sky130hd
export DESIGN_NAME = alu1
export DESIGN_NICKNAME = alu1
export VERILOG_FILES = /design/flow/design.v
export SDC_FILE = /design/flow/constraint.sdc
export NUM_CORES = 4
export LEC_CHECK = 1
export CORE_UTILIZATION = 50
export SYNTH_HDL_FRONTEND = slang
==> constraint.sdc <==
current_design alu1

set clk_period 16.7
set clk_io_pct 0.2

create_clock -name clk0 -period $clk_period

set non_clock_inputs [all_inputs -no_clocks]
set_input_delay [expr $clk_period * $clk_io_pct] -clock clk0 $non_clock_inputs
set_output_delay [expr $clk_period * $clk_io_pct] -clock clk0 [all_outputs]
==> results.py <==
# Synthesis and PnR figures
metrics = {
    "logic_synthesis": {
        "top_area_cell": "ha_1",
        "numSynthFlops": 32,
        "synthTopCellsByArea": "ha_1 (16%), a21oi_1 (8.6%), xnor2_1 (6.8%)",
        "synth-area-yosys_um2": 7600,
        "syn_area_um2": 7600,
        "avgSynthCellArea_um2": 6.59,
        "ff_type": "dlxtp_1",
        "ys.warnings.count": 0,
        "ys_cells": 1154,
        "synthCells": 1154,
        "synth-edff-count": 0,
        "ys_types": 75,
        "async_flop_share_pct": 0,
        "yosysTopAreaCellShare_pct": 16.0,
    },
    "die": {
        "chipArea_um2": 15700,
        "die_width_um": 125,
        "fp.dieH_um": 125,
        "fp_util_pct": 51.7,
        "core_um2": 14700,
        "rows": 44,
        "io_pins": 132,
    },
    "cells_and_area": {
        "largest_reg_flops": 32,
        "fill_cells": 1424,
        "layout_top_cell": "a21oi_1",
        "utilization_pct": 58.3,
        "finalInstanceArea_um2": 8580,
        "syn_to_final_growth_pct": 12.8,
        "drive_gt1_share_pct": 2.96,
        "lay_top_cells": "a21oi_1 (131), nor2_1 (101), ha_1 (97)",
    },
    "sta": {
        "hold_viol_final": 0,
        "setup_viol": 0,
        "fmaxAchievable_ghz": 0.0845,
        "tightestPinTransition_ps": 901,
        "unclocked_pins": 32,
        "untimed_endpoints": 32,
        "min_period_ps": 11840,
        "rsz0062_at_grt": "false",
        "max-slew-margin-rel_pct": 39.1,
        "tns_ps": 0,
        "drv_slew": 0,
        "finalClockPeriodUsage_pct": 70.9,
    },
    "detailed_routing": {
        "drt_iter0_markers": 869,
        "wl_met1_mm": 11.7,
        "wl_mm": 25.8,
        "avgViaCountPerCell": 6.03,
        "route.met3.wl_mm": 2.54,
        "antenna_cells_inserted": 0,
        "drt-pass1-iter-count": 21,
        "vias": 8444,
        "wl_per_cell_um": 18.4,
        "ant_nets": 0,
        "drc": 0,
        "top_layer_used": "met4",
        "wl_met2_mm": 11.1,
    },
    "placed_design": {
        "dp_hpwl_mm": 19.9,
        "place_congestion": 0.986,
        "io_buffers": 99,
        "placed_area_um2": 8580,
    },
    "power": {
        "pwr-share-seq_pct": 4.8,
        "p_leak_nw": 3.70,
        "power_per_cell_area_nw_per_um2": 30.2,
        "power_mw": 0.259,
        "switching_share_pct": 56.7,
        "comb_power_share_pct": 95.2,
        "p_clk_share_pct": 0,
        "p_sw_mw": 0.147,
        "p_int_mw": 0.112,
        "peakVddDrop_mv": 0.0142,
    },
    "worst_setup_path": {
        "crit_path_start": "a[0]",
        "worstPathArrival_ps": 8500,
        "crit_type": "in2out",
        "cp.required_ps": 13360,
        "worstSetupEndpointType": "output pin",
        "cp_max_fo": 6,
        "crit_path_start_kind": "input pin",
    },
    "clocking": {
        "ctsHoldBuffers": 0,
        "post-cts-setup-buffers": 0,
        "cts_resized": 0,
    },
    "global_routing": {
        "gr-usage-all-layers_pct": 33.1,
        "overflow": 0,
        "first_global_vias": 7424,
        "grt_pass1_wl_mm": 40.7,
        "grt_max_degree": 77,
        "antenna_found_initial": 0,
    },
    "outcome": {
        "status": "completed",
    },
    "flow_run": {
        "warnings": 99,
        "maxCapViolations": 0,
    },
}
-- power by group through the flow --
stage / logic (mW) / clock network (mW) / registers (mW)
after CTS: 0.242 / 0 / 0.0124
after global routing: 0.271 / 0 / 0.0128
final: 0.247 / 0 / 0.0123
-- cells by family (layout without fill, tap and decap cells) --
group                    after synthesis  count (layout)  synth area share (%)
AND/OR/NAND/NOR                      330             330                  21.0
other                                  2              64                0.0988
XOR/XNOR                              71              71                  8.18
adder cells (fa/ha/maj)               99              99                  16.5
multiplexers                          11              11                  1.45
latches                               32              32                  6.32
AND-OR/OR-AND                        402             402                  34.5
buffers and inverters                207             207                  12.0
-- through the flow --
stage,instances,setup WS [ps]
after global routing,1400,4690
after CTS,1400,5030
after floorplan,1216,6880
after global placement,1400,5010
after detailed placement,1400,5040
final,1400,4860
-- worst max-delay path: stages --
cell and delay [ps]:
clkdlybuf4s50_1 600, inv_1 150, ha_1 260, fa_1 400, o21bai_1 270, a2111oi_0 150
buf_4 170, nand3_1 110, nand2_1 120, o41ai_1 750, a21oi_1 330, o21bai_1 370
a21oi_1 200, or4_1 420, a32o_1 240, dlxtp_1 220, clkdlybuf4s50_1 380
-- worst max path at each step --
stage,endpoint,slack [ps],cells after the start
after CTS,y[30],5030,17
after global routing,y[30],4690,17
final,y[30],4860,17
-- cell type report --
type | instances | area [µm²] | area share [%]
multi-input cells | 977 | 6440 | 75.1
well taps | 184 | 230 | 2.68
inverters | 97 | 364 | 4.25
flip-flops and latches | 32 | 480 | 5.60
repair buffers | 110 | 1060 | 12.3
-- layer usage --
metal / up-vias / GRT usage [%]
met5: - / 0
met3: 31 / 4.62
met1: 3805 / 50.3
li1: 4188 / -
met2: 420 / 49.9
met4: 0 / 6.81
-- cells in the mapped netlist, types with 15 or more instances --
library cell	instances
a21oi_1	131
nor2_1	101
ha_1	97
inv_1	96
nand2_1	80
o21ai_0	72
clkbuf_1	61
xnor2_1	59
nor3_1	34
buf_4	32
dlxtp_1	32
nand3_1	31
o22ai_1	21
a221oi_1	18
a21o_1	17
a211oi_1	15
o211ai_1	15
Power and IR drop assume default switching activity.
